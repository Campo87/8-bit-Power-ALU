==> /design/flow/design.v <==
module alu(
    input   [7:0]   a_in,
    input   [7:0]   b_in,
    input   [3:0]   opcode_in,
    output  [7:0]   ans_out
);
    reg  [7:0] ans;
    assign ans_out = ans;
    always @ (*) begin
        case(opcode_in)
            4'h0: ans =   8'bz;                          
            4'h1: ans =   a_in;                          
            4'h2: ans =   a_in + 8'd1;                   
            4'h3: ans =   a_in + b_in;                   
            4'h4: ans =   a_in - b_in;                   
            4'h5: ans =   a_in - 8'd1;                   
            4'h6: ans =  ~a_in;                          
            4'h7: ans =   a_in &  b_in;                  
            4'h8: ans = ~(a_in &  b_in);                 
            4'h9: ans =   a_in |  b_in;                  
            4'ha: ans = ~(a_in |  b_in);                 
            4'hb: ans =   a_in ^  b_in;                  
            4'hc: ans =   a_in ~^ b_in;                  
            4'hd: ans =  (a_in >  b_in) ? a_in : b_in;   
            4'he: ans =  (a_in <  b_in) ? a_in : b_in;   
            4'hf: ans =  (a_in == b_in) ? a_in : 8'bz;   
            default: ans = 8'bz;                         
        endcase        
    end
endmodule
module control(
    input  [20:0] opcode_in,
    input         en_in,
    input         clk_in,
    input         rst_in,
    output [7:0]  ans_out
);
    reg  [7:0]  accumulator;
    reg  [7:0]  rhs;
    wire [7:0]  results;
    assign ans_out = (en_in == 1'b1) ? accumulator : 8'bz;
    always @ (*) begin
        case(opcode_in[20])
            1'b0: rhs = opcode_in[19:12];
            1'b1: rhs = accumulator;
        endcase
    end 
    always @ (posedge clk_in) begin
        if(rst_in == 1'b1)
            accumulator <= 8'b0;
        else
            accumulator <= (en_in == 1'b1) ? results : accumulator;
    end
    alu _alu(
        .a_in(opcode_in[11:4]),
        .b_in(rhs),
        .opcode_in(opcode_in[3:0]),
        .ans_out(results)
    );
endmodule
==> /design/flow/run.sh <==
#!/bin/bash
# OpenROAD 26Q1-2900-gdf79404cd8, Yosys 0.63+post, stock flow scripts
make -C /OpenROAD-flow-scripts/flow DESIGN_CONFIG=/design/flow/config.mk WORK_HOME=/design/flow/orfs finish
==> /design/flow/config.mk <==
export PLATFORM = sky130hd
export DESIGN_NAME = control
export DESIGN_NICKNAME = control
export VERILOG_FILES = /design/flow/design.v
export SDC_FILE = /design/flow/constraint.sdc
export NUM_CORES = 4
export LEC_CHECK = 1
export CORE_AREA = 10 10 112 112
export DIE_AREA = 0 0 122 122
==> /design/flow/constraint.sdc <==
current_design control

set clk_period 5.7
set clk_io_pct 0.2

create_clock -name clk0 -period $clk_period [get_ports {clk_in}]

set non_clock_inputs [all_inputs -no_clocks]
set_input_delay [expr $clk_period * $clk_io_pct] -clock clk0 $non_clock_inputs
set_output_delay [expr $clk_period * $clk_io_pct] -clock clk0 [all_outputs]
==> flow_metrics.py <==
# Synthesis and PnR figures
metrics = {
    "route": {
        "drc": 0,
        "first_pass_iters": 4,
        "via_per_inst": 5.30,
        "drtAntennaViolNets": 0,
        "wire_per_inst_um": 17.5,
        "detailroute.via_count": 2789,
        "wirelength_mm": 9.18,
        "drt_iter0_markers": 272,
        "diodes": 0,
    },
    "clock_network": {
        "clk_pin_slew_ns": 0.04,
        "cts_buffers": 3,
        "cts_tree": "done",
        "clock-root-buffer": "clkbuf_8",
        "clock_sinks": 8,
        "post_cts_resized": 0,
        "cts_setup_buffers": 0,
        "htree_levels": 1,
        "clockBufferDepth": 2,
        "clk_latency_ns": 0.23,
        "cts_hold_buf": 0,
    },
    "die": {
        "die_h_um": 122,
        "dieArea_um2": 14900,
        "io_pins": 32,
        "chipWidth_um": 122,
        "num_rows": 37,
        "design.core.area_um2": 10200,
        "floorplan.core_util_pct": 25.2,
    },
    "setup_path": {
        "worstSetupPathType": "in -> reg",
        "path_buffers": 1,
        "critPathMaxFanout": 21,
        "worstPathRequired_ns": 5.81,
        "arrival_ns": 4.66,
        "end_kind": "flip-flop",
        "startpoint_type": "input port",
        "critPathMaxStageDelay_ns": 0.79,
        "cp_cell_sequence": "clkdlybuf4s50_1 > nor2b_1 > nand2_1 > o21ai_0 > ha_1 > nor2b_1 > o21a_1 > or3_1 > a311oi_1 > o21ai_1 > a211oi_1 > o21ai_1",
        "crit_slowest_cell": "clkdlybuf4s50_1",
        "crit_family": "simple AND/OR/NAND/NOR gates",
    },
    "synthesis": {
        "syn_area_per_cell_um2": 7.09,
        "ys_types": 60,
        "async_reset_ff_share_pct": 0,
        "synth-adder-area-share_pct": 17.6,
        "ys_warn_count": 6,
        "synth_area_um2": 2580,
        "ys_seq_share_pct": 6.21,
        "xor_share_pct": 5.09,
        "ys_chip_area_um2": 2580,
        "yosysCellCount": 364,
        "ys_sh_simple_pct": 21.8,
        "edf_count": 0,
        "ys_sh_mux_pct": 6.69,
        "ff_type": "dfxtp_1",
        "syn_inst": 364,
        "synthTopLogicFamily": "AND-OR/OR-AND gates",
        "compound_area_share_pct": 34.4,
        "numSynthFlops": 8,
    },
    "worst_hold_path": {
        "hold_class": "reg -> reg",
    },
    "sta": {
        "drv_slew": 0,
        "finalCritPeriodShare_pct": 79.8,
        "setup_ws_ns": 1.15,
        "period_needed_ns": 4.55,
        "fin_tns_setup_ns": 0,
        "hold_viol": 0,
        "clock_skew_ns": 0.00238,
        "rsz0062_at_grt": "no",
        "fmax_mhz": 220,
        "setup_violations": 0,
        "slew-limit-headroom_pct": 43.7,
        "worst_pin_slew_ns": 0.842,
    },
    "place": {
        "dp_hpwl_mm": 7.49,
        "placedCellCount": 523,
        "place_area_um2": 3030,
        "port_buffers": 31,
        "gp_congestion": 0.960,
        "dp_slack_ns": 0.968,
    },
    "finish": {
        "fill_cells": 1079,
        "top_register": "accumulator",
        "drive_gt1_share_pct": 5.64,
        "layout_top_cells": "ha_1, nand2_1, clkdlybuf4s50_1",
        "largest_reg_flops": 8,
        "post-route-cell-area_um2": 3070,
        "area_growth_pct": 19.1,
        "final_cells": 526,
        "mostFrequentLayoutCell": "ha_1",
        "fin_util_pct": 30.0,
        "reg.largest.list": "accumulator: 8 flops",
    },
    "power": {
        "powerDensity_nw_per_um2": 143,
        "ir_drop_v": 0.0000611,
        "p_leak_uw": 0.00127,
    },
    "grt": {
        "track_usage_pct": 12.2,
        "grt_pass1_wl_mm": 14.6,
        "grt_max_degree": 30,
        "grt_pass1_vias": 2630,
        "grt_overflow": 0,
        "antenna_found_initial": 0,
    },
    "run_status": {
        "status": "finished, final reports clean",
    },
    "run": {
        "max-cap-violations": 0,
        "openroad.warnings": 42,
    },
}
[where the power goes]
group | switching (uW) | internal (uW) | total (uW)
logic | 173 | 128 | 302
clock network | 24.0 | 45.9 | 69.9
registers | 6.49 | 61.8 | 68.3
total | 204 | 236 | 440
[tightest hold or removal path, stage by stage, from the launching register on]
cell	delay (ns)
dfxtp_1	0.33
nand2_1	0.06
o21ai_1	0.05
[metal layers]
layer	vias to the layer above	track usage (%)	share of wire, %	wire length, um
met5	-	0	0	0
met4	0	1.94	1.5	138
met3	10	1.55	5.3	485
met2	77	20.3	48	4440
met1	1305	16.9	45	4120
li1	1397	-	-	-
[cell families (layout without fill, tap and decap cells)]
logic type | after synthesis | count (layout)
AOI/OAI and AO/OA | 130 | 130
xor gates and xnor gates | 15 | 15
adders and majority gates | 35 | 35
buffers and inverters | 47 | 73
DFF | 8 | 8
muxes | 16 | 16
and+or+nand+nor | 113 | 113
[final timing paths]
check / from / endpoint / slack [ns] / cells past startpoint
setup reg to reg: accumulator[0] / accumulator[3] / 2.48 / 12
hold / removal: accumulator[1] / accumulator[1] / 0.49 / 2
setup / recovery: opcode_in[3] / accumulator[3] / 1.15 / 12
hold reg to reg: accumulator[1] / accumulator[1] / 0.49 / 2
[cells in the mapped netlist (3+ instances only)]
cell       n  share of area, %
clkbuf_1   3              0.44
o211ai_1   7               2.0
o22ai_1    7               1.7
inv_1     27               3.9
dfxtp_1    8               6.2
o21ai_1    8               1.6
mux2i_1   15               5.8
or3_1      6               1.5
ha_1      33                16
nand2_1   32               4.7
a21oi_1   24               4.7
a221o_1    5               1.9
a221oi_1   3               1.0
buf_2     10               1.9
xor2_1     4               1.4
o31ai_1    3              0.87
nand2b_1   7               1.7
nor2_1    28               4.1
o21ai_0   29               5.6
a211oi_1  11               3.2
nand3_1    8               1.6
o221ai_1   4               1.4
o21bai_1   4               1.2
nor3b_1    5               1.5
nor3_1     8               1.6
xnor2_1   11               3.7
nor2b_1    6               1.5
o211a_1    3               1.2
[final cells by class]
cell class	count	area [um2]	share of cell area, %
Clock buffer	3	41.3	1.34
Tap cell	136	170	5.54
Multi-Input combinational cell	309	2210	71.8
Timing Repair Buffer	41	385	12.5
Sequential cell	8	160	5.21
Inverter	29	109	3.54
[per-stage QoR]
step,power [uW],hold WS [ns]
floorplan,273,0.439
global placement,369,0.480
detailed placement,368,0.487
CTS,440,0.493
global route,477,0.516
finish,440,0.486
Power figures rest on the tool's default switching activity, not on a simulated workload.
